==> /design/flow/design.v <==
module hexdriver (input [3:0] val, output logic [6:0] HEX);
	always_comb begin
		case (val)
			4'b0000: HEX = 7'b100_0000;  
			4'b0001: HEX = 7'b111_1001;  
			4'b0010: HEX = 7'b010_0100;  
			4'b0011: HEX = 7'b011_0000;  
			4'b0100: HEX = 7'b001_1001;  
			4'b0101: HEX = 7'b001_0010;  
			4'b0110: HEX = 7'b000_0010;  
			4'b0111: HEX = 7'b111_1000;  
			4'b1000: HEX = 7'b000_0000;  
			4'b1001: HEX = 7'b001_1000;  
			4'b1010: HEX = 7'b000_1000;  
			4'b1011: HEX = 7'b000_0011;  
			4'b1100: HEX = 7'b100_0110;  
			4'b1101: HEX = 7'b010_0001;  
			4'b1110: HEX = 7'b000_0110;  
			4'b1111: HEX = 7'b000_1110;  
		endcase
	end
endmodule
==> /design/flow/run.sh <==
#!/bin/bash
# OpenROAD 26Q1-2900-gdf79404cd8, Yosys 0.63+post, stock flow scripts
make -C /OpenROAD-flow-scripts/flow DESIGN_CONFIG=/design/flow/config.mk WORK_HOME=/design/flow/orfs finish
==> /design/flow/config.mk <==
export PLATFORM = sky130hd
export DESIGN_NAME = hexdriver
export DESIGN_NICKNAME = hexdriver
export VERILOG_FILES = /design/flow/design.v
export SDC_FILE = /design/flow/constraint.sdc
export NUM_CORES = 4
export LEC_CHECK = 1
export CORE_AREA = 10 10 70 70
export DIE_AREA = 0 0 80 80
==> /design/flow/constraint.sdc <==
current_design hexdriver

set clk_period 1.7
set clk_io_pct 0.2

create_clock -name clk0 -period $clk_period

set non_clock_inputs [all_inputs -no_clocks]
set_input_delay [expr $clk_period * $clk_io_pct] -clock clk0 $non_clock_inputs
set_output_delay [expr $clk_period * $clk_io_pct] -clock clk0 [all_outputs]
==> flow_summary_export.csv <==
group,metric,value,unit
outcome,run_status,"complete, no violations",
logic_synthesis,synth_sequential_area_ratio,0,%
placement,dp.final_hpwl,707,µm
global_route,vias_in_the_first_global_route,332,
job,stage_log_warnings,38,
route,route.detailed.vias_per_inst,3.05,
floorplan,fp.dieArea,6400,µm²
cells_and_area,final_layout_size_suffix_gt1_share,55.4,%
floorplan,num_io_pins,11,
floorplan,placeable_core_region,3420,µm²
critical_path,timing.critical_path.arrival,1.31,ns
timing,period_used_share,97.1,%
floorplan,floorplan.initialDensity,7.47,%
critical_path,cpPeakStageDelay,0.24,ns
global_route,gr-total-overflow,0,
logic_synthesis,synth.top_cell.area_share,29.4,%
hold_path,hold_class,"primary input to output pin",
route,drt-initial-drc-count,8,
critical_path,endpoint_kind,"output pin",
route,drc_errors,0,
critical_path,cp_max_fo,5,
logic_synthesis,post_synth_instance_area,255,µm²
global_route,peak_usage_layer_in_the_global_routing_report,"met2",
timing,hold_slack,1.17,ns
global_route,grt.met3_usage,0.114,%
cells_and_area,flop-count,0,
route,pre_antenna_drt_iters,2,
pwr,power_density,215,nW/µm²
timing,final_hold_viol_count,0,
floorplan,placement_rows,21,
cells_and_area,lay_top_cells,"sky130_fd_sc_hd__buf_4, sky130_fd_sc_hd__dlygate4sd2_1, sky130_fd_sc_hd__buf_6, sky130_fd_sc_hd__ha_4",
hold_path,worstHoldStart,"val[3]",
route,routed_wire_length_per_instance,8.76,µm
placement,port-buffer-count,11,
pwr,power.static_leakage,0.258,nW
global_route,grt_start_max_net_pins,7,
critical_path,timing_worst_setup_path_type,"primary input to output pin",
logic_synthesis,syn_avg_cell_area,7.51,µm²
floorplan,die-width,80,µm
global_route,grtUsageMet1,3.23,%
pwr,vdd_drop_max,30.8,µV
critical_path,slowest_stage,"sky130_fd_sc_hd__dlygate4sd2_1",
critical_path,path_delay_family,"buffers and inverters",
logic_synthesis,post_synth_num_cell_types,19,
timing,final-max-slew-violation-count,0,
route,vias,311,
cells_and_area,layout_top_cell,"sky130_fd_sc_hd__buf_4",
route,antenna_violation_net_count_after_detailed_routing,0,
placement,finalWeightedCongestion,0.670,
timing,worst_slew_margin_rel,89.5,%
logic_synthesis,postSynthCellCount,34,
timing,finalCriticalPeriod,1.65,ns
cells_and_area,ff_latch_area,0,µm²
critical_path,cp_cell_sequence,"buf_6 > inv_4 > ha_4 > nand2b_4 > o21ai_1 > a32o_1 > dlygate4sd2_1",
timing,rsz0062_at_grt,"yes",
global_route,groute.layer.met2.usage,5.62,%
logic_synthesis,ys_chip_area,255,µm²
logic_synthesis,yosys-top-cells-area,"sky130_fd_sc_hd__ha_1, sky130_fd_sc_hd__mux2i_1, sky130_fd_sc_hd__a22o_1, sky130_fd_sc_hd__o21ai_0, sky130_fd_sc_hd__nand2b_1",
floorplan,dieHeight,80,µm
cells_and_area,layout_filler_cell_count,379,
cells_and_area,layout-area-overhead-vs-synth,127,%
critical_path,crit_required,1.36,ns
timing,worst_pin_slew,0.153,ns
timing,timing.final.setup_violations,0,
global_route,gr-usage-all-layers,2.77,%
global_route,wire_length_of_the_first_global_routing_pass,1.52,mm
cells_and_area,clkbuf_count,0,
hold_path,worst_hold_path.endpoint,"HEX[6]",
logic_synthesis,yosysWarningCount,1,
timing,timing.fmax,606,MHz
critical_path,crit_path_start_kind,"primary input",
route,postRouteWirelength,894,µm
logic_synthesis,yosysCellCount,34,
route,n_antenna_cell,0,
job,maxCapViolCount,0,
cells_and_area,final_util,17.0,%
logic_synthesis,largest_area_cell,"sky130_fd_sc_hd__ha_1",
global_route,initial_antenna_violation_count,0,
critical_path,critical_path_buf_inv_count,3,
hold_path,holdPathStages,4,
==> final cells by class <==
cell class,instances,area [µm²],area share [%]
inverter,3,21.3,3.67
multi-input combinational,29,302,52.1
tap,46,57.6,9.94
timing repair buffer,24,199,34.3
==> layer usage <==
layer | share of wire, % | routed length (µm) | vias up
met5 | 0 | 0 | -
met4 | 0 | 0 | 0
met3 | 2.3 | 21 | 0
met2 | 58 | 517 | 3
met1 | 40 | 355 | 144
li1 | - | - | 164
==> cell usage after synthesis <==
master,number
sky130_fd_sc_hd__nand2_1,1
sky130_fd_sc_hd__nor2b_1,1
sky130_fd_sc_hd__buf_6,1
sky130_fd_sc_hd__mux2_2,1
sky130_fd_sc_hd__o22ai_1,1
sky130_fd_sc_hd__o21ai_0,3
sky130_fd_sc_hd__inv_1,3
sky130_fd_sc_hd__nand2b_1,2
sky130_fd_sc_hd__o21ai_1,1
sky130_fd_sc_hd__ha_1,6
sky130_fd_sc_hd__nand3_1,1
sky130_fd_sc_hd__clkbuf_1,1
sky130_fd_sc_hd__or3b_1,1
sky130_fd_sc_hd__a32o_1,1
sky130_fd_sc_hd__a22o_1,2
sky130_fd_sc_hd__nor2_1,3
sky130_fd_sc_hd__mux2i_1,3
sky130_fd_sc_hd__a21oi_1,1
sky130_fd_sc_hd__nor2_2,1
==> timing repair <==
item | in CTS | in global routing
buffers inserted | 3 | 0
hold buffers | 0 | 0
pin swaps | 6 | 2
resized | 52 | 1
setup endpoints to repair | 7 | 3
endpoints found under the hold margin | 0 | 0
==> through the flow <==
stage | setup TNS [ns] | power, mW | std cells | cell area (µm²) | setup slack (ns)
global placement | -4.91 | 0.110 | 99 | 483 | -0.799
finish | 0 | 0.125 | 102 | 579 | 0.0492
floorplan | 0 | 0.0422 | 34 | 255 | 0.287
detailed placement | -4.89 | 0.110 | 99 | 483 | -0.779
global route | -0.00328 | 0.139 | 102 | 579 | -0.00328
CTS | 0 | 0.125 | 102 | 577 | 0.0173
==> cells by family (layout without fill, tap and decap cells) <==
group	Yosys count	in the layout	share of synthesized area, %
AND/OR/NAND/NOR	10	10	21.1
buffers and inverters	5	27	10.3
multiplexers	4	4	16.2
AND-OR/OR-AND	9	9	23.0
adder cells (fa/ha/maj)	6	6	29.4
==> how the worst max path moves through the flow <==
stage | from | to | slack (ns) | cells past startpoint
6_report | val[0] | HEX[1] | 0.05 | 7
4_1_cts | val[1] | HEX[6] | 0.02 | 7
5_1_grt | val[1] | HEX[5] | -0.003 | 7
==> power breakdown <==
group          total (mW)  internal, mW  switching [mW]
registers               0             0               0
logic               0.125        0.0733          0.0515
clock network           0             0               0
Power is estimated from default activity; no workload was simulated.
