==> flow/design.v <==
module controlUnit (input [5:0] func_code, 
		    input [10:6] ins_shamt,
		    input [31:26] ins_opcode,
		    input [15:0] imm,
		     output [0:0] rdrt,
		     output [1:0] alusrc,
			output [0:0] regwrite,
			   output[1:0] regsel,
			    output[3:0] op,
			    output[4:0] shamt,
			    output[0:0] enhilo,
			    output[0:0] gpio_we);
logic [31:0] hi,lo,gpio_out;
logic [31:0] PC;  
logic [0:0] rdrt_e, regwrite_e, gpio_we_e;
logic [1:0] alusrc_e, regsel_e, enhilo_e;
logic [3:0] op_e;
logic [4:0] shamt_e;
assign rdrt = rdrt_e;
assign alusrc = alusrc_e;
assign regwrite = regwrite_e;
assign regsel = regsel_e;
assign op = op_e;
assign shamt = shamt_e;
assign enhilo = enhilo_e;
assign gpio_we = gpio_we_e;
always @(*) begin 
	if (ins_opcode == 6'b000000) begin  
		rdrt_e = 1'b0;
		gpio_we_e = 1'b0;
		alusrc_e = 2'b0;  
		if (func_code == 6'b100000 || func_code == 6'b100001) begin  
			op_e = 4'b0100;
			shamt_e = 5'bX;
			enhilo_e = 1'b0;  
			regsel_e = 2'b00;  
			regwrite_e = 1'b1;  
		end else if (func_code == 6'b000000 && ins_shamt == 6'b000000) begin  
			op_e = 4'b0000;
			shamt_e = 5'bX;
			enhilo_e = 1'bX;
			regsel_e = 2'b00;
			regwrite_e = 1'b0;
		end else if (func_code == 6'b100010 || func_code == 6'b100011) begin  
			op_e = 4'b0101;  
			shamt_e = 5'bX;
			enhilo_e = 1'b0;
			regsel_e = 2'b00;
			regwrite_e = 1'b1;
		end else if (func_code == 6'b011000) begin  
			op_e = 4'b0110;  
			shamt_e = 5'bX;
			enhilo_e = 1'b1;  
			regsel_e = 2'b00;
			regwrite_e = 1'b0;
		end else if (func_code == 6'b011001) begin  
			op_e = 4'b0111;  
			shamt_e = 5'bX;
			enhilo_e = 1'b1;
			regsel_e = 2'b00;
			regwrite_e = 1'b0;
		end else if (func_code == 6'b100100) begin  
			op_e = 4'b0000;
			shamt_e = 5'bX;
			enhilo_e = 1'b0;
			regsel_e = 2'b00;
			regwrite_e = 1'b1;
		end else if (func_code == 6'b100101) begin  
			op_e = 4'b0001;
			shamt_e = 5'bX;
			enhilo_e = 1'b0;
			regsel_e = 2'b00;
			regwrite_e = 1'b1;
		end else if (func_code == 6'b100110) begin  
			op_e = 4'b0011; 
			shamt_e = 5'bX;
			enhilo_e = 1'b0;
			regsel_e = 2'b00;
			regwrite_e = 1'b1;
		end else if (func_code == 6'b100111) begin  
			op_e = 4'b0010;  
			shamt_e = 5'bX;
			enhilo_e = 1'b0;
			regsel_e = 2'b00;
			regwrite_e = 1'b1;
		end else if (func_code == 6'b000000 && ins_shamt != 6'b000000) begin  
			op_e = 4'b1000;
			shamt_e = ins_shamt;  
			enhilo_e = 1'b0;
			regsel_e = 2'b00;
			regwrite_e = 1'b1;
		end else if (func_code == 6'b000010 && ins_shamt == 6'b000000) begin  
			op_e = 4'b1001;
			shamt_e = ins_shamt;
			enhilo_e = 1'b0;
			regsel_e = 2'b00;
			regwrite_e = 1'b1;
			gpio_we_e = 1'b1;  
		end else if (func_code == 6'b000010 && ins_shamt != 5'b0) begin  
			op_e = 4'b1001;
			shamt_e = ins_shamt;
			enhilo_e = 1'b0;
			regsel_e = 2'b00;
			regwrite_e = 1'b1;
    end else if (func_code == 6'b000010 && ins_shamt == 5'b0) begin  
      			gpio_we_e = 1'b1;
		end else if (func_code == 6'b000011 && ins_shamt == 5'b0) begin  
			op_e = 4'bX; 
			shamt_e = 5'bX;
			enhilo_e = 1'b0;
			regsel_e = 2'b01;
			regwrite_e = 1'b1;
		end else if (func_code == 6'b000011 && ins_shamt != 5'b0) begin  
			op_e = 4'b1010; 
			shamt_e = ins_shamt;
			enhilo_e = 1'b0;
			regsel_e = 2'b00;
			regwrite_e = 1'b1;
		end else if (func_code == 6'b101010) begin  
			op_e = 4'b1100;
			shamt_e = 5'bX;
			enhilo_e = 1'b0;
			regsel_e = 2'b00;
			regwrite_e = 1'b1;
		end else if (func_code == 6'b101011) begin  
			op_e = 4'b1101;
			shamt_e = 5'bX;
			enhilo_e = 1'b0;
			regsel_e = 2'b00;
			regwrite_e = 1'b1;
		end else if (func_code == 6'b010000) begin  
			op_e = 4'bX;
			shamt_e = 5'bX;
			enhilo_e = 1'b0;
			regsel_e = 2'b11;  
			regwrite_e = 1'b1;
		end else if (func_code == 6'b010010) begin  
			op_e = 4'bX;
			shamt_e = 5'bX;
			enhilo_e = 1'b0;
			regsel_e = 2'b10;
			regwrite_e = 1'b1;
		end
	end 
	else begin  
		rdrt_e = 1'b1;  
		if (ins_opcode == 6'b001111) begin  
			op_e = 4'b1000;
			shamt_e = 5'd16;
			enhilo_e = 1'b0;
			regsel_e = 2'b0;
			regwrite_e = 1'b1;
			alusrc_e = 2'b11;
		end else if (ins_opcode == 6'b001000 || ins_opcode == 6'b001001) begin  
			op_e = 4'b0100;
			shamt_e = 5'bX;
			enhilo_e = 1'b0;  
			regsel_e = 2'b00;  
			regwrite_e = 1'b1;  
			alusrc_e = 2'b10;
		end else if (ins_opcode == 6'b001100) begin  
			op_e = 4'b0000;
			shamt_e = 5'bX;
			enhilo_e = 1'b0;
			regsel_e = 2'b00;
			regwrite_e = 1'b1;
			alusrc_e = 2'b01;
		end else if (ins_opcode == 6'b001101) begin  
			op_e = 4'b0001;
			shamt_e = 5'bX;
			enhilo_e = 1'b0;
			regsel_e = 2'b00;
			regwrite_e = 1'b1;
			alusrc_e = 2'b01;
		end else if (ins_opcode == 6'b001110) begin  
			op_e = 4'b0011; 
			shamt_e = 5'bX;
			enhilo_e = 1'b0;
			regsel_e = 2'b00;
			regwrite_e = 1'b1;
			alusrc_e = 2'b01;
		end else if (ins_opcode == 6'b001010) begin  
			op_e = 4'b1100; 
			shamt_e = 5'bX;
			enhilo_e = 1'b0;
			regsel_e = 2'b00;
			regwrite_e = 1'b1;
			alusrc_e = 2'b10;
		end 
	end
end
endmodule
==> flow/run.sh <==
#!/bin/bash
# OpenROAD 26Q1-2900-gdf79404cd8, Yosys 0.63+post, stock flow scripts
make -C /OpenROAD-flow-scripts/flow DESIGN_CONFIG=/design/flow/config.mk WORK_HOME=/design/flow/orfs finish
==> flow/config.mk <==
export PLATFORM = sky130hd
export DESIGN_NAME = controlUnit
export DESIGN_NICKNAME = controlUnit
export VERILOG_FILES = /design/flow/design.v
export SDC_FILE = /design/flow/constraint.sdc
export NUM_CORES = 4
export LEC_CHECK = 1
export CORE_AREA = 10 10 71 71
export DIE_AREA = 0 0 81 81
==> flow/constraint.sdc <==
current_design controlUnit

set clk_period 2.0
set clk_io_pct 0.2

create_clock -name clk0 -period $clk_period

set non_clock_inputs [all_inputs -no_clocks]
set_input_delay [expr $clk_period * $clk_io_pct] -clock clk0 $non_clock_inputs
set_output_delay [expr $clk_period * $clk_io_pct] -clock clk0 [all_outputs]
==> impl_metrics.xml <==
<?xml version="1.0" encoding="UTF-8"?>
<metrics>
  <group name="worst_setup_path">
    <metric name="crit_path_arrival_time" unit="ns">1.24</metric>
    <metric name="timing.critical_path.cells" unit="">dlygate4sd2_1, nor4_4, nand2_2, dlymetal6s2s_1</metric>
    <metric name="critPathMaxFanout" unit="">2</metric>
    <metric name="setup.worst_path.end_class" unit="">output pin</metric>
    <metric name="worst-endpoint-required" unit="ns">1.60</metric>
    <metric name="start_kind" unit="">input pin</metric>
    <metric name="cp_slowest_cell" unit="">nor4_4</metric>
    <metric name="setup_cp_type" unit="">in -&gt; out</metric>
    <metric name="critical-path-max-stage-delay" unit="ns">0.33</metric>
  </group>
  <group name="placed_design">
    <metric name="dp_hpwl" unit="um">1928</metric>
    <metric name="place_area" unit="um^2">1240</metric>
    <metric name="placed_cells_incl_taps" unit="">186</metric>
    <metric name="portBuffers" unit="">34</metric>
    <metric name="place.gp.congestion" unit="">0.8415</metric>
  </group>
  <group name="hold_path">
    <metric name="holdCritPathClass" unit="">in -&gt; out</metric>
  </group>
  <group name="logic_synthesis">
    <metric name="post_synth_and_or_nand_nor_area_fraction" unit="%">35.07</metric>
    <metric name="avgSynthCellArea" unit="um^2">8.010</metric>
    <metric name="top_non_seq_family" unit="">simple AND/OR/NAND/NOR gates</metric>
    <metric name="yosys-stat-cells" unit="">102</metric>
    <metric name="postSynth.asyncResetShare" unit="%">0</metric>
    <metric name="synth_compound_gate_area_share" unit="%">26.95</metric>
    <metric name="synth_cell_types" unit="">50</metric>
    <metric name="edf_count" unit="">0</metric>
    <metric name="synth_cells" unit="">102</metric>
    <metric name="syn_area" unit="um^2">817.0</metric>
    <metric name="synth_xor_xnor_area_share" unit="%">1.072</metric>
    <metric name="ys_seq_elements" unit="">16</metric>
    <metric name="synth.mux.area_fraction" unit="%">0</metric>
    <metric name="netlist.area_leader.share" unit="%">27.57</metric>
    <metric name="synth_top_cell_by_area" unit="">dlxtn_1</metric>
    <metric name="yosys.stat.chipArea" unit="um^2">817.0</metric>
    <metric name="yosysWarningCount" unit="">1</metric>
    <metric name="area_leaders" unit="">dlxtn_1 (28%), and3_1 (3.8%), a21oi_1 (3.7%)</metric>
    <metric name="ff_type" unit="">dlxtn_1</metric>
    <metric name="adder_share" unit="%">0</metric>
  </group>
  <group name="die">
    <metric name="die_h" unit="um">81</metric>
    <metric name="core_region_area" unit="um^2">3633</metric>
    <metric name="core_util_floorplan" unit="%">22.49</metric>
    <metric name="chipArea" unit="um^2">6561</metric>
    <metric name="rows" unit="">22</metric>
    <metric name="design.portCount" unit="">50</metric>
    <metric name="die-width" unit="um">81</metric>
  </group>
  <group name="timing">
    <metric name="finalHoldWorstSlack" unit="ns">1.288</metric>
    <metric name="min_period" unit="ns">1.642</metric>
    <metric name="timing_worst_slew_pin_value" unit="ns">0.4650</metric>
    <metric name="slew-limit-headroom" unit="%">68.74</metric>
    <metric name="rsz0062_at_grt" unit="">no</metric>
    <metric name="unclocked_regs" unit="">16</metric>
    <metric name="layout_worst_path_cycle_share" unit="%">82.08</metric>
    <metric name="drv_slew" unit="">0</metric>
    <metric name="timing.fmax" unit="MHz">609.1</metric>
    <metric name="fin_hold_viols" unit="">0</metric>
    <metric name="finalSetupViolCount" unit="">0</metric>
    <metric name="endpoints_left_unconstrained" unit="">32</metric>
  </group>
  <group name="grt">
    <metric name="grt_antenna_before_repair" unit="">0</metric>
    <metric name="grt_start_max_net_pins" unit="">14</metric>
    <metric name="globalRouteOverflowTotal" unit="">0</metric>
    <metric name="first_global_vias" unit="">832</metric>
    <metric name="grt.total_usage" unit="%">6.875</metric>
    <metric name="first_pass_grt_wire_length" unit="um">3829</metric>
  </group>
  <group name="power_and_ir_drop">
    <metric name="ir_worst_vdd" unit="V">0.00008460</metric>
    <metric name="static-leakage-power" unit="uW">0.0004855</metric>
    <metric name="cellPowerDensity" unit="nW/um^2">117.1</metric>
  </group>
  <group name="final_layout">
    <metric name="n_fill_cell" unit="">376</metric>
    <metric name="final-instance-count-excl-fill" unit="">186</metric>
    <metric name="utilization" unit="%">34.06</metric>
    <metric name="layout.cells.most_common" unit="">clkdlybuf4s50_1</metric>
    <metric name="mostFrequentLayoutCells" unit="">clkdlybuf4s50_1 (29), dlxtn_1 (15), nor2_1 (8), buf_4 (8)</metric>
    <metric name="final_layout_size_suffix_gt1_share" unit="%">17.39</metric>
    <metric name="final_area" unit="um^2">1237</metric>
    <metric name="area_growth" unit="%">51.46</metric>
  </group>
  <group name="route">
    <metric name="inserted_diodes" unit="">0</metric>
    <metric name="wire_per_inst" unit="um">12.24</metric>
    <metric name="vias_per_inst" unit="">4.704</metric>
    <metric name="totalWireLength" unit="um">2277</metric>
    <metric name="drt_first_pass_iters" unit="">4</metric>
    <metric name="drtAntennaViolNets" unit="">0</metric>
    <metric name="vias" unit="">875</metric>
    <metric name="drt_drc_violations_left" unit="">0</metric>
    <metric name="dr.first_iter.drc_count" unit="">52</metric>
  </group>
  <group name="status">
    <metric name="run_status" unit="">complete, no violations</metric>
  </group>
  <group name="clock_tree">
    <metric name="cts_setup_buffers" unit="">0</metric>
    <metric name="cts-hold-fix-buffers" unit="">0</metric>
  </group>
  <group name="job">
    <metric name="max-cap-violations" unit="">0</metric>
    <metric name="warning_count" unit="">48</metric>
  </group>
</metrics>
==> what timing repair did <==
item,CTS,global route
endpoints found under the setup margin,1,1
gates resized,4,1
pin swaps,2,2
cloned,0,0
==> cells by family (layout without fill, tap and decap cells) <==
| family | Yosys count | after routing |
|---|---|---|
| AND/OR/NAND/NOR | 45 | 45 |
| AND-OR/OR-AND | 28 | 28 |
| latches | 16 | 16 |
| buffers and inverters | 12 | 48 |
| XOR/XNOR | 1 | 1 |
==> Yosys cell counts, types with 2 or more instances <==
| master | n |
|---|---|
| dlxtn_1 | 15 |
| nor2_1 | 8 |
| a21oi_1 | 6 |
| nand2_1 | 6 |
| and3_1 | 5 |
| inv_1 | 5 |
| nor3_1 | 4 |
| o21ai_0 | 4 |
| nand3_1 | 3 |
| and2b_2 | 2 |
| buf_2 | 2 |
| nor3b_1 | 2 |
| o211ai_1 | 2 |
| o32ai_1 | 2 |
==> worst paths after layout <==
check            from      end  cells past startpoint
max    ins_opcode[26]  rdrt[0]                      4
min    ins_opcode[28]  rdrt[0]                      4
==> worst max-delay path: cells and delay by family <==
| family | cells | cell delay (ns) |
|---|---|---|
| simple gates | 2 | 0.44 |
| buf+inv | 2 | 0.40 |
==> power by group <==
group / switching (uW) / total, uW / leakage [uW] / internal, uW
sequential: 0.975 / 15.6 / 0.000125 / 14.7
combinational: 62.7 / 129 / 0.000360 / 66.6
clock: 0 / 0 / 0 / 0
==> per-stage QoR <==
stage / power, uW / setup WS [ns] / setup TNS [ns]
3_5_place_dp: 147.9 / -0.1328 / -0.1328
2_1_floorplan: 79.87 / 0.6591 / 0
5_1_grt: 159.7 / 0.2794 / 0
3_3_place_gp: 146.4 / -0.1499 / -0.1499
6_report: 144.9 / 0.3583 / 0
4_1_cts: 145.6 / 0.05696 / 0
==> flip-flops by register name, summed over array words and instances, names as in the netlist <==
signal / cells
regsel_e: 2
gpio_we_e: 1
enhilo_e: 1
shamt_e: 5
op_e: 4
alusrc_e: 2
regwrite_e: 1
==> per-layer routing <==
metal | GRT usage, % | routed length [um]
met4 | 0 | 0
met1 | 9.549 | 979
met3 | 1.225 | 215
met2 | 11.62 | 1082
met5 | 0 | 0
==> layout make-up <==
type | instances | area, um^2 | area share (%)
Multi-Input combinational cell | 74 | 515.5 | 41.66
Timing Repair Buffer | 42 | 397.9 | 32.15
Inverter | 6 | 23.77 | 1.921
Sequential cell | 16 | 240.2 | 19.41
Tap cell | 48 | 60.06 | 4.853
Power figures rest on the tool's default switching activity, not on a simulated workload.
